<file path="config.mk">
export PLATFORM = sky130hd
export DESIGN_NAME = mux32x4
export DESIGN_NICKNAME = mux32x4
export VERILOG_FILES = /design/flow/design.v
export SDC_FILE = /design/flow/constraint.sdc
export NUM_CORES = 4
export LEC_CHECK = 1
export CORE_AREA = 10 10 84 84
export DIE_AREA = 0 0 94 94
</file>
<file path="design.v">
module mux2 (result, i0, i1, select);
    input i0, i1, select;
    output result;
    wire n1, n2, not_select;
    not(not_select, select);
    and(n1, i0, not_select);
    and(n2, i1, select);
    or(result, n1, n2);
endmodule
module mux32x4 (result, i0, i1, i2, i3, select);
    input [31:0] i0, i1, i2, i3;
    input [1:0] select;
    output [31:0] result;
    mux4 m1(result[0], i0[0], i1[0], i2[0], i3[0], select);
    mux4 m2(result[1], i0[1], i1[1], i2[1], i3[1], select);
    mux4 m3(result[2], i0[2], i1[2], i2[2], i3[2], select);
    mux4 m4(result[3], i0[3], i1[3], i2[3], i3[3], select);
    mux4 m5(result[4], i0[4], i1[4], i2[4], i3[4], select);
    mux4 m6(result[5], i0[5], i1[5], i2[5], i3[5], select);
    mux4 m7(result[6], i0[6], i1[6], i2[6], i3[6], select);
    mux4 m8(result[7], i0[7], i1[7], i2[7], i3[7], select);
    mux4 m9(result[8], i0[8], i1[8], i2[8], i3[8], select);
    mux4 m10(result[9], i0[9], i1[9], i2[9], i3[9], select);
    mux4 m11(result[10], i0[10], i1[10], i2[10], i3[10], select);
    mux4 m12(result[11], i0[11], i1[11], i2[11], i3[11], select);
    mux4 m13(result[12], i0[12], i1[12], i2[12], i3[12], select);
    mux4 m14(result[13], i0[13], i1[13], i2[13], i3[13], select);
    mux4 m15(result[14], i0[14], i1[14], i2[14], i3[14], select);
    mux4 m16(result[15], i0[15], i1[15], i2[15], i3[15], select);
    mux4 m17(result[16], i0[16], i1[16], i2[16], i3[16], select);
    mux4 m18(result[17], i0[17], i1[17], i2[17], i3[17], select);
    mux4 m19(result[18], i0[18], i1[18], i2[18], i3[18], select);
    mux4 m20(result[19], i0[19], i1[19], i2[19], i3[19], select);
    mux4 m21(result[20], i0[20], i1[20], i2[20], i3[20], select);
    mux4 m22(result[21], i0[21], i1[21], i2[21], i3[21], select);
    mux4 m23(result[22], i0[22], i1[22], i2[22], i3[22], select);
    mux4 m24(result[23], i0[23], i1[23], i2[23], i3[23], select);
    mux4 m25(result[24], i0[24], i1[24], i2[24], i3[24], select);
    mux4 m26(result[25], i0[25], i1[25], i2[25], i3[25], select);
    mux4 m27(result[26], i0[26], i1[26], i2[26], i3[26], select);
    mux4 m28(result[27], i0[27], i1[27], i2[27], i3[27], select);
    mux4 m29(result[28], i0[28], i1[28], i2[28], i3[28], select);
    mux4 m30(result[29], i0[29], i1[29], i2[29], i3[29], select);
    mux4 m31(result[30], i0[30], i1[30], i2[30], i3[30], select);
    mux4 m32(result[31], i0[31], i1[31], i2[31], i3[31], select);
endmodule
module mux4 (result, i0, i1, i2, i3, select);
    input i0, i1, i2, i3;
    input [1:0] select;
    output result;
    wire n1, n2;
    mux2 mux_1(n1, i0, i1, select[0]);
    mux2 mux_2(n2, i2, i3, select[0]);
    mux2 mux_result(result, n1, n2, select[1]);
endmodule
</file>
<file path="run.sh">
#!/bin/bash
# OpenROAD 26Q1-2900-gdf79404cd8, Yosys 0.63+post, stock flow scripts
make -C /OpenROAD-flow-scripts/flow DESIGN_CONFIG=/design/flow/config.mk WORK_HOME=/design/flow/orfs finish
</file>
<file path="constraint.sdc">
current_design mux32x4

set clk_period 1.1
set clk_io_pct 0.2

create_clock -name clk0 -period $clk_period

set non_clock_inputs [all_inputs -no_clocks]
set_input_delay [expr $clk_period * $clk_io_pct] -clock clk0 $non_clock_inputs
set_output_delay [expr $clk_period * $clk_io_pct] -clock clk0 [all_outputs]
</file>
==> run notes <==
The flow completed. The flow ran to the end, but the final reports show violations. The final reports fail on setup timing. Layout-stage area growth over the synthesis result landed at 123%. The most critical hold endpoint after final layout shows a slack of just over 0.9 ns.

The type recorded for the worst min-delay path is primary input to output pin. The number of hold buffers added after CTS was 0. The detailed router reported a total wirelength of 5.78 mm. After layout, the worst setup slack is -0.290 ns.

Across every metal layer, demand over resource in global routing totals between 10% and 20%. Number of maximum-capacitance violations landed at 0. The worst setup path is launched from a primary input.

The OpenROAD report gives the critical path a required time of between 0.8 and 0.9 ns. Setup repair after global routing could not meet its margin everywhere. Among logic cells in the layout, the one with the most instances is sky130_fd_sc_hd__dlygate4sd2_1. The die is 94 um tall. Count of port buffers added during placement landed at roughly 160. The script parses the final routing iteration and logs DRC violations as 0.

The congestion estimate from routability-driven global placement came to between 0.7 and 0.8. Number of antenna violations at the first check in global routing landed at 4. The script extracted a total leakage power of around 1.1 nW. The worst path uses 126% of the clock period. The smallest clock period supported by the final layout is computed as between 1 and 1.5 ns. Synthesized instance count landed at approximately 71. STA puts the critical path data arrival time at between 1 and 1.5 ns. Endpoints failing hold in the final report were tallied at 0. Number of DRC markers in iteration 0 landed at 10. Ranked by total cell area, the synthesized netlist is headed by sky130_fd_sc_hd__mux4_2 (64%), sky130_fd_sc_hd__buf_4 (23%), sky130_fd_sc_hd__buf_12 (5.7%), sky130_fd_sc_hd__mux4_1 (5.0%), sky130_fd_sc_hd__buf_2 (1.4%). The number of different library cells used by synthesis comes to 6. Total design power landed at between 0.0007 and 0.0008 W. Placement-stage cell area landed at about 0.0025 mm2. Storage element area landed at 0 um2. For reference, the post-synthesis area per instance comes to approximately 15 um2. Number of top-level design ports landed at approximately 160.

Per the post-route antenna check, the number of violating nets is 0. Counting pins that exceed their max-slew limit in the final report gives 0. For reference, the most critical setup path is categorized as primary input to output pin. Yosys printed 0 warnings. The synthesized netlist occupies a cell area of approximately 0.0011 mm2. Once detailed placement completed, the half-perimeter wirelength came to about 5 mm. OpenROAD emitted warnings numbering 35.

Entering global routing, the biggest net connects 12 pins. In the final layout, the share of cells above drive strength 1 is about 38%. The first global-routing pass estimated ~8.4 mm of wire.

Via-per-instance ratio landed at between 4 and 5. Worst vdd rail ir drop landed at approximately 0.13 mV. Yosys-reported design area after synthesis landed at 0.00105 mm2. The floorplan step defined a core boundary enclosing 0.00520 mm2.

Post-synthesis sequential area ratio landed at 0%. Count of flip-flops and latches landed at 0. The final report lists the setup-violating endpoint count as 32. Yosys stat counts between 70 and 80 cells in the synthesized netlist. Number of fill cells in the layout landed at ~550.

Summing over every cut layer, the via total after detailed routing is approximately 1,200. Measured against its own limit, the worst slew margin works out to 87.9%. Max fanout on the critical path was recorded as 4. Number of placed instances, taps included landed at 269. For reference, the placement row count at floorplan is 26. Of all cell types, the one taking the most synthesized area is sky130_fd_sc_hd__mux4_2. Share of the core filled with cells in the final layout landed at 45.3%. Based on the critical path, the design can be clocked at up to roughly 720 MHz. The final report lists a non-filler cell total of between 200 and 300. The finished cells cover ~0.0024 mm2. The number of global-route vias before repair is ~1,400. Proportion of netlist area held by the largest area contributor landed at between 60% and 70%. The transition time recorded at the tightest slew-check pin is about 0.18 ns. The top cell types in the final layout, fill and taps aside, are sky130_fd_sc_hd__dlygate4sd2_1 (128), sky130_fd_sc_hd__buf_2 (33), sky130_fd_sc_hd__mux4_2 (32), sky130_fd_sc_hd__buf_12 (8), sky130_fd_sc_hd__buf_6 (2).

Initial core utilization landed at 20.3%. In the final routed layout, each cell accounts on average for between 20 and 25 um. Number of search-and-repair iterations in the first detailed-routing pass landed at 2. Die width landed at ~94 um. Global routing finished with a remaining overflow of 0. Total power normalized to cell area comes to 324 mW/mm2. The clock buffers instantiated in the layout total 0. Chip footprint landed at 0.00884 mm2. The worst setup path is captured at an output pin.
==> routing by layer <==
layer	vias up	share of wire (%)	wire [um]	track usage, %
li1	547	-	-	-
met1	549	33	1900	13.3
met2	84	55	3170	23.2
met3	0	12	706	5.98
met4	0	0	0	0
met5	-	0	0	0
==> cells by family (layout without fill, tap and decap cells) <==
kind of cell | Yosys count | count (layout) | share of synthesized area (%)
mux | 32 | 32 | 69.0
buf+inv | 39 | 174 | 31.0
other cells | 0 | 5 | 0
==> stage by stage <==
step	worst slack, ns	TNS [ns]
2_1_floorplan	-0.186	-5.76
3_3_place_gp	-0.834	-25.85
3_5_place_dp	-0.843	-26.09
4_1_cts	-0.289	-7.36
5_1_grt	-0.342	-8.61
6_report	-0.290	-7.37
==> worst paths after layout <==
path / startpoint / end / slack (ns) / cells after the start
max: select[0] / result[20] / -0.29 / 5
min: i2[23] / result[23] / 0.92 / 3
==> synthesized netlist by cell type <==
| master | number |
|---|---|
| sky130_fd_sc_hd__buf_4 | 32 |
| sky130_fd_sc_hd__mux4_2 | 30 |
| sky130_fd_sc_hd__buf_12 | 3 |
| sky130_fd_sc_hd__buf_2 | 3 |
| sky130_fd_sc_hd__mux4_1 | 2 |
| sky130_fd_sc_hd__buf_6 | 1 |
==> power breakdown <==
part / internal (W) / total [W] / switching [W]
clock network: 0.000000000608 / 0.000000000608 / 0
registers: 0 / 0 / 0
logic: 0.000572 / 0.000763 / 0.000191
==> final cells by class <==
type | count | area [um2] | area share, %
timing repair buffer | 174 | 1540 | 65.2
multi-input combinational | 32 | 721 | 30.6
tap | 70 | 87.6 | 3.72
antenna | 5 | 12.5 | 0.531
==> worst max-delay path, stage by stage <==
cell,delay [ns]
sky130_fd_sc_hd__buf_12,0.10
sky130_fd_sc_hd__buf_12,0.10
sky130_fd_sc_hd__clkbuf_16,0.13
sky130_fd_sc_hd__mux4_2,0.48
sky130_fd_sc_hd__buf_2,0.14
==> what timing repair did <==
item                                    CTS  global route
pin swaps                                 0             0
hold endpoints to repair                  0             0
endpoints found under the setup margin   32            32
gates resized                           252             0
buffers inserted                          4             1
cloned                                    2             1
No activity file was given, so power comes from the tool's default toggle rates.
