`./design.v`:
```
module data_memory (read_data, address, write_data, mem_write, mem_read, clk);
    input [31:0] address, write_data;
    input mem_write, mem_read, clk;
    output reg [31:0] read_data;
    reg [31:0] memory [255:0];
    always @(negedge clk) begin
        if(mem_write) begin
            memory[address[7:0]] <= write_data;
        end
    end
	 always @(negedge clk) begin
		if(mem_read) begin
			read_data <= memory[address[7:0]];
		end
	 end
endmodule
```
`./run.sh`:
```
#!/bin/bash
# OpenROAD 26Q1-2900-gdf79404cd8, Yosys 0.63+post, stock flow scripts
make -C /OpenROAD-flow-scripts/flow DESIGN_CONFIG=/design/flow/config.mk WORK_HOME=/design/flow/orfs finish
```
`./config.mk`:
```
export PLATFORM = sky130hd
export DESIGN_NAME = data_memory
export DESIGN_NICKNAME = data_memory
export VERILOG_FILES = /design/flow/design.v
export SDC_FILE = /design/flow/constraint.sdc
export NUM_CORES = 4
export LEC_CHECK = 1
export CORE_UTILIZATION = 40
export SYNTH_MEMORY_MAX_BITS = 65536
```
`./constraint.sdc`:
```
current_design data_memory

set clk_period 58.9
set clk_io_pct 0.2

create_clock -name clk0 -period $clk_period [get_ports {clk}]

set non_clock_inputs [all_inputs -no_clocks]
set_input_delay [expr $clk_period * $clk_io_pct] -clock clk0 $non_clock_inputs
set_output_delay [expr $clk_period * $clk_io_pct] -clock clk0 [all_outputs]
```
==> results.env <==
WARNINGS=1054
TOP_AREA_CELL='edfxtp_1'
TIMING.HOLD.WORST.START='memory[130][19]'
MIN_DELAY_WORST_ENDPOINT='read_data[19]'
LAYOUT.CELL_AREA.NON_FILLER_UM2=389000
DESIGN.CORE.AREA_UM2=770000
DRT-WIRELENGTH-PER-CELL_UM=26.9
DIE.SIZE.Y_UM=881
CRITICAL_PATH_BUF_INV_COUNT=8
POWER_PER_CELL_AREA_nW_PER_UM2=37.6
SYNTH.CELL_AREA_UM2=309000
DRT-TOTAL-WL_MM=893
GRT_REMAINING_OVERFLOW=0
DRT-PASS1-ITER-COUNT=7
FINAL_NON_FILLER_CELL_TOTAL=33247
WORSTSETUPPATHDEPTH=13
CLOCK_TREE.ROOT_CELL='clkbuf_16'
FIN_TNS_SETUP_PS=0
POSTSYNTH.TOPFLOPCELL='edfxtp_1'
FIRST_GLOBAL_VIAS=205686
WORSTPATHREQUIRED_PS=30260
MAX_STAGE_DELAY_PS=880
NETLIST.TOP_CELL.BY_INSTANCES='edfxtp_1'
STATUS='complete, no violations'
SKEW_PS=60.1
PLACE.GP.CONGESTION=0.890
POWER.IR.VDD_WORST_mV=0.0358
GRT_USE_TOTAL_PCT=25.6
RR_ENDPOINT='read_data[27]'
YOSYSTOPAREACELLSHARE_PCT=79.9
GRT_FIRST_PASS_WIRELENGTH_MM=1270
CTS_HOLD_REPAIR.BUFFERS=0
FINAL-MAX-SLEW-VIOLATION-COUNT=0
HOLD_PATH_CLASS='reg -> reg'
FP-UTILIZATION_PCT=40.2
REPORT.FINAL.SETUP_VIOL=0
RR_STARTPOINT='memory[108][27]'
ANTENNA_FOUND_INITIAL=36
DRT_ITER0_DRC=10253
CRITPATHCAPTURETYPE='flip-flop'
WORST_SETUP_HOLD_PATH_CLK_SLEW_PS=30
SYNTHTOPCELLSBYCOUNT='edfxtp_1 (8224), mux4_2 (2048), a22oi_1 (1024), a21oi_1 (512), clkbuf_1 (479)'
CTS_TREE='built'
MI_LOGIC_AREA_UM2=61900
WORST_SETUP_PATH_START_KIND='input pin'
POST_ROUTE_CELLS_DRIVE_ABOVE_1_SHARE_PCT=20.3
LARGEST_NET_DEGREE_AT_THE_START_OF_GLOBAL_ROUTING=105
PLACED_CELLS=23461
DIE_WIDTH_UM=881
POST_PLACE_SETUP_SLACK_PS=10420
R2R_SLACK_PS=54930
EDF_COUNT=8224
YOSYS_CELLS=13088
ROUTE.VIAS.TOTAL=173283
SEQCELLAREA_UM2=247000
SYNTH-AREA-YOSYS_UM2=309000
TIMING.SETUP.CRITICAL_PATH_CLASS='in -> reg'
TOP_CELLS_BY_AREA='edfxtp_1 (80%), mux4_2 (15%), a22oi_1 (2.5%)'
SYNTH-SEQ-AREA-SHARE_PCT=79.9
ROUTE.DETAILED.DRC=0
HOLD-PATH-CELL-COUNT=5
CTS_HTREE_LEVELS=6
YOSYS_WARNINGS=1
DP_HPWL_MM=491
LAYOUT-AREA-OVERHEAD-VS-SYNTH_PCT=25.7
STD_CELL_ROWS=322
CTS_RESIZED=0
MEAN_SYN_CELL_AREA_UM2=23.6
MAX_CAP_VIOLATIONS=0
TIMING.CRITICAL_PATH.ARRIVAL_PS=18780
CLOCKBUFFERDEPTH=4
CP_COMMON_CELL='buf_4'
YS_SEQ_ELEMENTS=8224
SYNTH_ASYNC_SR_FLOP_SHARE_PCT=0
CTS.SINKS=8224
WORST_REG2REG_PATH_DEPTH=5
WORST_SLACK_PS=11480
POST_SYNTH_NUM_CELL_TYPES=21
CRITICAL_PATH.TOP_DELAY_FAMILY='buffers and inverters'
IO_PINS=99
POST_SYNTH_INST_COUNT=13088
WORST_SLEW_PIN_SLEW_PS=1160
POWER.LEAKAGE_nW=153
NUMCTSBUFFERS=847
ANTENNA_LEFT=0
CLKLATENCYLATEPIN_PS=1100
CHIPAREA_UM2=777000
LIBRARY_CELL_CONTRIBUTING_THE_LARGEST_SINGLE_DELAY_ON_THE_CRITICAL_PATH='clkdlybuf4s50_1'
NFILLCELLS=59606
POST_CTS.REPAIR.SETUP_BUFFERS=0
DPL_CELL_AREA_UM2=329000
PORT_BUFFERS=74
RSZ0062_AT_GRT='false'
CP_CELL_INSTANCES='clkdlybuf4s50_1, nor2b_4, buf_4, buf_4, buf_4, buf_4, buf_4, buf_4, a22oi_1, a21oi_1, o41ai_2, buf_4, nand4_1'
FINAL_HOLD_VIOLS=0
MAX_SLEW_MARGIN_PCT=21.6
DRT-VIAS-PER-INSTANCE=5.21
WORSTPATHMAXFANOUT=38
routing by layer:
| metal | up-vias | routed length [um] | global-route usage [%] |
|---|---|---|---|
| met2 | 11862 | 416000 | 34.6 |
| met3 | 1621 | 176000 | 25.7 |
| met5 | - | 2170 | 2.07 |
| met1 | 84136 | 257000 | 24.3 |
| li1 | 75614 | - | - |
| met4 | 50 | 42200 | 13.5 |
worst register-to-register path, cell delays in order, from the launching register on:
cell and delay, ps:
edfxtp_1 350, mux4_2 460, a22oi_1 360, a21oi_1 370, o41ai_1 1120, nand4_1 790
cells in the final DEF (no fill, tap or decap), types with 13 or more instances in the layout:
| cell type | Yosys | final |
|---|---|---|
| clkinv_16 | 0 | 13 |
| inv_6 | 0 | 13 |
| clkinvlp_2 | 0 | 245 |
| clkdlybuf4s50_1 | 0 | 39 |
| o41ai_1 | 128 | 53 |
| a22oi_1 | 1024 | 1024 |
| nor3_2 | 0 | 30 |
| a21oi_1 | 512 | 508 |
| nand4_1 | 32 | 32 |
| inv_16 | 0 | 17 |
| edfxtp_1 | 8224 | 8224 |
| buf_4 | 7 | 873 |
| mux4_2 | 2048 | 2048 |
| buf_8 | 0 | 32 |
| o41ai_2 | 0 | 60 |
| inv_1 | 2 | 8452 |
| clkbuf_16 | 0 | 852 |
| o41ai_4 | 0 | 15 |
| inv_4 | 0 | 36 |
| clkinv_8 | 0 | 13 |
| buf_12 | 0 | 16 |
| diode_2 | 0 | 14 |
| nor2_4 | 0 | 228 |
| bufinv_16 | 0 | 122 |
through the flow:
step	total power [mW]	util (%)	hold slack (ps)
3_5_place_dp	7.98	42.8	978
5_1_grt	15.5	50.5	1050
6_report	14.6	50.5	995
4_1_cts	14.8	50.5	988
2_1_floorplan	7.68	-	896
3_3_place_gp	7.98	42.8	976
report_power, final:
group	switching, mW	leakage, nW	internal [mW]
Clock	3.61	57.9	3.91
Sequential	0.00875	74.0	6.51
Combinational	0.382	21.5	0.189
sequential cells by signal, indices dropped and copies added (netlist names):
name,flops
read_data,32
memory,8192
worst max path at each step:
stage / startpoint / to / slack (ps)
5_1_grt: address[0] / read_data[27] / 11190
4_1_cts: address[0] / read_data[27] / 11580
6_report: address[2] / read_data[23] / 11480
cell families after synthesis:
| logic type | Yosys count | synth area share (%) |
|---|---|---|
| AND-OR/OR-AND | 1664 | 3.68 |
| buffers and inverters | 798 | 1.07 |
| flip-flops | 8224 | 79.9 |
| multiplexers | 2048 | 14.9 |
| AND/OR/NAND/NOR | 354 | 0.488 |
area by class of cell:
class | instances | area share [%]
clock inverters | 8921 | 9.77
multi-input cells | 4066 | 15.9
repair buffers | 963 | 2.01
flip-flops and latches | 8224 | 63.5
diodes | 14 | 0.00901
clock buffers | 852 | 5.48
well taps | 10206 | 3.28
inverters | 1 | 0.000966
Power and IR drop assume default switching activity.
