### ./run.sh
#!/bin/bash
# OpenROAD 26Q1-2900-gdf79404cd8, Yosys 0.63+post, stock flow scripts
make -C /OpenROAD-flow-scripts/flow DESIGN_CONFIG=/design/flow/config.mk WORK_HOME=/design/flow/orfs finish
### ./config.mk
export PLATFORM = sky130hd
export DESIGN_NAME = mips_registers
export DESIGN_NICKNAME = mips_registers
export VERILOG_FILES = /design/flow/design.v
export SDC_FILE = /design/flow/constraint.sdc
export NUM_CORES = 4
export LEC_CHECK = 1
export CORE_UTILIZATION = 30
### ./constraint.sdc
current_design mips_registers

set clk_period 9.7
set clk_io_pct 0.2

create_clock -name clk0 -period $clk_period [get_ports {clk}]

set non_clock_inputs [all_inputs -no_clocks]
set_input_delay [expr $clk_period * $clk_io_pct] -clock clk0 $non_clock_inputs
set_output_delay [expr $clk_period * $clk_io_pct] -clock clk0 [all_outputs]
### ./design.v
module mips_registers (read_data_1, read_data_2, write_data_1, write_data_2, read_reg_1, read_reg_2, write_reg_1, write_reg_2, signal_reg_write_1, signal_reg_write_2, clk);
	input signal_reg_write_1, signal_reg_write_2, clk;
	input [4:0] read_reg_1, read_reg_2, write_reg_1, write_reg_2;
	input [31:0] write_data_1, write_data_2;
	output [31:0] read_data_1, read_data_2;
	reg [31:0] registers [31:0];
	assign read_data_1 = registers[read_reg_1];
	assign read_data_2 = registers[read_reg_2];
	always @(posedge clk) begin
		if(signal_reg_write_1 == 1'b1 && write_reg_1 != 5'b00000) begin
			registers[write_reg_1] = write_data_1;
		end
		if(signal_reg_write_2 == 1'b1 && write_reg_2 != 5'b00000) begin
			registers[write_reg_2] = write_data_2;
		end
	end
endmodule
==> impl_metrics.tcl <==
# yosys + openroad results
set metrics [dict create \
    outcome "complete, no violations" \
    cts.root.buffer_cell "clkbuf_16" \
    dieWidth_um 454 \
    timing.critical_path.from_type "primary input" \
    flop_area_um2 30700 \
    area.growth.synth_to_final_pct 13.3 \
    gp_congestion 0.904 \
    antenna_left 0 \
    ys_cells 4753 \
    postRouteWirelength_um 233000 \
    fraction_of_layout_cells_with_a_size_suffix_above_1 0.245 \
    floorplan_core_area_um2 203000 \
    detail_route.iter0.violations 3010 \
    synth.top_cell.area_share 0.501 \
    fin_cells 7452 \
    grt_first_pass_wirelength_um 325000 \
    setup_viol_count_final 0 \
    h_tree_depth 3 \
    fin_crit_sh 0.745 \
    warning_count 26 \
    fillCellCount 19762 \
    setup_repair_after_global_routing_missed_its_margin "no" \
    crit_path_end_kind "output port" \
    timing.setup.tns_ns 0 \
    worst_pin_slew_ns 0.973 \
    vias 42580 \
    cts_hold_buffers 0 \
    synth_area_per_inst_um2 12.9 \
    post_cts_resize_count 0 \
    drtPass1Iterations 8 \
    endpoints_failing_hold 0 \
    max_slew_violation_count 0 \
    power.static_leakage_nw 24.9 \
    cts_max_path_buffers 3 \
    yosysWarnings 1 \
    vias_per_cell 5.71 \
    register_area_share_after_synthesis 0.501 \
    vias_in_the_first_global_route 43402 \
    num_rows 165 \
    cp.arrival_ns 5.29 \
    power-per-cell-area_nw_per_um2 151 \
    dp_cells 7232 \
    groute.usage.overall 0.233 \
    largest_reg_flops 1024 \
    i_o_pins 151 \
    numSynthFlops 1024 \
    floorplan.core_util 0.303 \
    die-area_um2 206000 \
    antenna_violations_before_repair 16 \
    synth.cell_area_um2 61300 \
    period_minus_slack_ns 7.23 \
    critPathKind "in -> out" \
    ir_worst_vdd_mv 0.142 \
    detail_route.wl_per_cell_um 31.3 \
    cts_sinks 1024 \
    timing.critical_path.fanout_max 85 \
    yosys-top-cells-area "edfxtp_1, mux2i_1, mux2_2" \
    slew_headroom 0.349 \
    setup_fix_bufs_post_cts 0 \
    cts.reportedPaths.clkPinSlew_ns 0.06 \
    dp_hpwl_um 134000 \
    gr-total-overflow 0 \
    cts_tree "done" \
    timing.critical_path.required_ns 7.76 \
    max-cap-violations 0 \
    cts_inserted_buffers 115 \
    worstHoldPathType "in -> reg" \
    yosys-stat-area_um2 61300 \
    yosysTopAreaCell "edfxtp_1" \
    place.port_buffers 150 \
    finalCoreUtilization 0.343 \
    die_y_um 454 \
    pin_count_of_the_biggest_net_entering_global_routing 90 \
    drc 0 \
    syn-instance-count 4753 \
    max_freq_mhz 138 \
    synth.lib_cells_used.distinct 39 \
    area.combinational_um2 28700 \
]
[final timing paths]
path,startpoint,endpoint,slack (ns),cells after the start
hold / removal,write_data_1[4],registers[0][4],2.01,2
setup / recovery,read_reg_2[0],read_data_2[18],2.47,8
[worst max-delay path: stages]
cell             delay, ns
clkdlybuf4s50_1       0.61
nor2b_4               0.76
buf_12                0.59
a22o_1                0.24
nor3_1                0.06
a31oi_1               0.18
nand3_1               0.34
clkdlybuf4s50_1       0.53
[cells by family (layout without fill, tap and decap cells)]
group                  after synthesis  count (layout)  share of synthesized area
other                                1              46                  0.0000611
AND/OR/NAND/NOR                    526             526                     0.0409
buffers and inverters              579             561                     0.0415
flip-flops                        1024            1024                      0.501
multiplexers                      2016            2016                      0.349
AND-OR/OR-AND                      607             607                     0.0669
[per-layer routing]
layer	routed length, µm	track usage
met1	83000	0.276
met2	106000	0.351
met3	30000	0.120
met4	13700	0.117
met5	118	0.00490
[layout make-up]
cell class                 instances  area share
antenna                           14    0.000504
clock buffer                     149      0.0436
clock inverter                    57     0.00560
inverter                           1   0.0000540
multi-input combinational       3181       0.413
sequential                      1024       0.442
tap                             2672      0.0481
timing repair buffer             354      0.0465
[placed cells by master (no fill, tap or decap), drive strengths merged, types with 65 or more instances in the layout]
cell type,n
a22o,128
a21oi,192
mux2,992
nand3,196
nand2,212
buf,206
edfxtp,1024
nor3,65
clkdlybuf4s50,148
a22oi,192
mux2i,1024
clkbuf,149
[synthesized netlist by cell type, drive strengths merged]
master	instances
or4b	1
o41ai	1
nor3b	4
a22oi	192
buf	249
conb	1
or2	3
or3b	2
mux2	992
a22o	128
o22ai	16
and2	2
edfxtp	1024
nand2	212
mux2i	1024
inv	1
clkbuf	329
nand2b	4
or3	1
o21ai	14
a21oi	192
nor3	65
nor2	21
nand3	196
a31oi	64
nor2b	4
nand3b	9
and3b	1
and3	1
[stage by stage]
| stage | area [µm²] | setup slack (ns) | hold WS [ns] | total power [mW] |
|---|---|---|---|---|
| floorplan | 61400 | 3.77 | 2.11 | 5.96 |
| global placement | 66000 | 2.56 | 2.78 | 6.49 |
| detailed placement | 66000 | 2.52 | 2.78 | 6.50 |
| CTS | 69500 | 2.52 | 1.95 | 10.6 |
| global route | 69500 | 2.41 | 2.00 | 10.8 |
| finish | 69500 | 2.47 | 2.01 | 10.5 |
[power breakdown]
part / internal [mW] / switching, mW
logic: 0.561 / 0.819
clock network: 2.24 / 1.86
registers: 5.00 / 0.0474
Power and IR drop assume default switching activity.
